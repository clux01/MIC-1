$ cat ./config.mk
export PLATFORM = sky130hd
export DESIGN_NAME = main_memory
export DESIGN_NICKNAME = main_memory
export VERILOG_FILES = /design/flow/design.v
export SDC_FILE = /design/flow/constraint.sdc
export NUM_CORES = 4
export LEC_CHECK = 1
export CORE_UTILIZATION = 50
export SYNTH_MEMORY_MAX_BITS = 65536
$ cat ./constraint.sdc
current_design main_memory

set clk_period 79.8
set clk_io_pct 0.2

create_clock -name clk0 -period $clk_period [get_ports {clk}]

set non_clock_inputs [all_inputs -no_clocks]
set_input_delay [expr $clk_period * $clk_io_pct] -clock clk0 $non_clock_inputs
set_output_delay [expr $clk_period * $clk_io_pct] -clock clk0 [all_outputs]
$ cat ./design.v
`timescale 1 ns / 1 ps
module main_memory #(
    parameter INIT_F="",
    parameter MEMORY_SIZE = 'h0083
    )(
    input logic clk, wen_A, ren_A, ren_B,
    input logic [31:0] addr_A, addr_B, wdata_A,
    output logic [31:0] rdata_A,
    output logic [7:0] rdata_B
    );
    reg [31:0] test_memory [0:MEMORY_SIZE-1];
    initial begin
        if (INIT_F != 0) begin
            $display("Loading program %s into main_memory.", INIT_F);
            $readmemh(INIT_F, test_memory);
        end
    end
    always_ff @(negedge clk) begin
        if (wen_A)
            test_memory[addr_A] <= wdata_A;
        if (ren_A)
            rdata_A <= test_memory[addr_A];
    end
    reg [31:0] rdata_B_tmp;
    always_ff @(negedge clk) begin
        if (ren_B)
            rdata_B_tmp <= test_memory[addr_B >> 2];
    end
    always_comb begin
        case (addr_B & 2'b11)
        2'b00:
            rdata_B = (rdata_B_tmp>>0 ) & 8'hFF;
        2'b01:
            rdata_B = (rdata_B_tmp>>8 ) & 8'hFF;
        2'b10:
            rdata_B = (rdata_B_tmp>>16) & 8'hFF;
        2'b11:
            rdata_B = (rdata_B_tmp>>24) & 8'hFF;
        default:
            rdata_B = 'X;
        endcase
    end
endmodule
$ cat ./run.sh
#!/bin/bash
# OpenROAD 26Q1-2900-gdf79404cd8, Yosys 0.63+post, stock flow scripts
make -C /OpenROAD-flow-scripts/flow DESIGN_CONFIG=/design/flow/config.mk WORK_HOME=/design/flow/orfs finish
==> results_dict.tcl <==
# yosys + openroad results
set metrics [dict create \
    edf_count 4256 \
    cp_max_fo 58 \
    grt_pass1_vias 149722 \
    grt.met3_usage_pct 45.7 \
    worst-setup-path-type "in2reg" \
    final_cells 20396 \
    vdd_ir_drop_max_mv 0.0247 \
    clkTransAtPathRegs_ns 0.04 \
    drv_slew 1 \
    ys.flop_type "edfxtp_1" \
    hold_slack_ns 0.626 \
    combGateArea_um2 66000 \
    grt_max_degree 92 \
    drtIter0Drc 10413 \
    holdBufCountCts 0 \
    avgViaCountPerCell 6.42 \
    synthesis.area_um2 197000 \
    stdcell_area_um2 240000 \
    common_cells "4256 x edfxtp_1, 1946 x mux4_2, 821 x mux2i_1, 320 x nand2_1, 275 x nor2_1" \
    cts.sinks 4256 \
    io_pins 140 \
    outcome "finished with violations" \
    synth_warnings 1 \
    p_per_area_nw_per_um2 25.5 \
    vias 130909 \
    clock_path_buffers 4 \
    finalClockSkew_ns 0.0582 \
    arrival_ns 22.16 \
    grtUsageTotal_pct 45.9 \
    ys_chip_area_um2 197000 \
    fillCellCount 27090 \
    ys_types 77 \
    timing.final.ws_setup_ns 18.45 \
    async_flop_share_pct 0 \
    synth.avg_cell_area_um2 19.8 \
    syn_inst 9939 \
    cts_buffers 477 \
    placed_cell_area_um2 207000 \
    dp_hpwl_mm 508 \
    area_delta_synth_final_pct 21.7 \
    drt_wl_total_mm 797 \
    dp_worst_setup_slack_ns 18.06 \
    log.warning_count 1074 \
    worst_pin_slew_ns 1.53 \
    hold_class "reg2reg" \
    core_region_area_um2 392000 \
    cts_root_buf "clkbuf_16" \
    met2_usage_pct 55.8 \
    gp_congestion 1.06 \
    top_usage_layer "met2" \
    maxCapViolCount 0 \
    fp.dieArea_um2 396000 \
    rsz0062_at_grt "no" \
    dp.cells 15161 \
    clk_latency_ns 1.03 \
    slew_headroom_pct -2.12 \
    final_core_util_pct 61.1 \
    cp-start-kind "input pin" \
    h-tree-depth 5 \
    die_h_um 630 \
    cts_tree "done" \
    grt_pass1_wl_mm 1090 \
    port_buffers 93 \
    layout-drive-gt1-share_pct 24.7 \
    leakagePower_nw 94.2 \
    setup_viol 0 \
    met1_usage_pct 45.2 \
    top_cell "edfxtp_1" \
    area_leaders "edfxtp_1 65%, mux4_2 22%, mux2i_1 4.2%" \
    initCoreUtil_pct 50.2 \
    crit_required_ns 40.60 \
    ant_nets 0 \
    top_area_share_pct 64.9 \
    synth_flops 4256 \
    fp.dieW_um 630 \
    rows 230 \
    failed_checks "slew limit" \
    yosys_cells 9939 \
    detail_route.wl_per_cell_um 39.1 \
    end_kind "flop" \
    setup_tns_ns 0 \
    finalPower_mw 6.12 \
    seq_area_um2 128000 \
    grt-ovfl-total 0 \
    antenna_found_initial 93 \
    finalHoldViolCount 0 \
    dr.pass1.iters 8 \
    yosys.stat.seqShare_pct 64.9 \
    ctsResizeCount 0 \
    route.detailed.drc 0 \
    netlist.top_cell.by_area "edfxtp_1" \
    post_cts_buffers 0 \
]
report_power, final:
| part | switching (mW) | total, mW | internal, mW | leakage [nW] |
|---|---|---|---|---|
| clock network | 1.47 | 3.16 | 1.69 | 30.9 |
| registers | 0.00683 | 2.50 | 2.49 | 38.3 |
| logic | 0.312 | 0.466 | 0.154 | 25.0 |
| total | 1.79 | 6.12 | 4.33 | 94.2 |
logic make-up (layout without fill, tap and decap cells):
group           Yosys count  count (layout)  synth area share, %
flops                  4256            4256                 64.9
mux                    2820            2820                 26.7
compound gates         1114            1114                 3.89
simple gates            962             962                 2.25
buf+inv                 787            5915                 2.24
other cells               0             109                    0
sequential cells by signal, summed over array words and instances (netlist names):
signal / flops
rdata_A: 32
rdata_B_tmp: 32
test_memory: 4192
worst max-delay path, cell delays in order:
cell and delay [ns]:
buf_8 0.44, buf_4 0.61, buf_4 0.69, buf_4 0.44, nand2_4 0.38, buf_4 0.48, o22ai_1 0.28, nor2_1 0.07
a22oi_1 1.17, buf_4 0.27, o2111ai_1 0.36, o211ai_1 0.82
final timing paths:
| check | from | end | slack (ns) | depth (start not counted) |
|---|---|---|---|---|
| setup reg to reg | test_memory[40][27] | rdata_A[27] | 76.14 | 6 |
| hold / removal | test_memory[130][28] | rdata_B_tmp[28] | 0.63 | 2 |
| setup / recovery | addr_B[4] | rdata_B_tmp[1] | 18.45 | 12 |
| hold reg to reg | test_memory[130][28] | rdata_B_tmp[28] | 0.63 | 2 |
layer usage:
layer | up-vias | routed length [um]
met2 | 11967 | 338000
met3 | 2342 | 176000
met1 | 63613 | 209000
met4 | 179 | 65100
li1 | 52808 | -
met5 | - | 8630
layout make-up:
cell class              count  area share (%)
diodes                    109           0.114
clock buffers             481            5.02
clock inverters          4646            8.63
inverters                   6          0.0157
multi-input cells        4896            27.6
flip-flops and latches   4256            53.3
well taps                5220            2.73
repair buffers            782            2.61
cells in the final DEF, fill, tap and decap left out, types with 95 or more instances in the layout:
cell,instances
inv_1,4352
mux4_2,1946
a22oi_1,208
nand2_1,314
mux2i_1,818
nor2_1,142
nor2_4,132
clkinvlp_2,122
buf_4,708
diode_2,109
clkbuf_16,481
a21oi_1,185
edfxtp_1,4256
o21ai_0,118
o22ai_1,180
bufinv_16,95
Power figures rest on the tool's default switching activity, not on a simulated workload.
